File: /design/flow/run.sh
#!/bin/bash
# OpenROAD 26Q1-2900-gdf79404cd8, Yosys 0.63+post, stock flow scripts
make -C /OpenROAD-flow-scripts/flow DESIGN_CONFIG=/design/flow/config.mk WORK_HOME=/design/flow/orfs finish
File: /design/flow/config.mk
export PLATFORM = sky130hd
export DESIGN_NAME = disp_hex_mux
export DESIGN_NICKNAME = disp_hex_mux
export VERILOG_FILES = /design/flow/design.v
export SDC_FILE = /design/flow/constraint.sdc
export NUM_CORES = 4
export LEC_CHECK = 1
export CORE_AREA = 10 10 98 98
export DIE_AREA = 0 0 108 108
File: /design/flow/constraint.sdc
current_design disp_hex_mux

set clk_period 3.4
set clk_io_pct 0.2

create_clock -name clk0 -period $clk_period [get_ports {clk}]

set non_clock_inputs [all_inputs -no_clocks]
set_input_delay [expr $clk_period * $clk_io_pct] -clock clk0 $non_clock_inputs
set_output_delay [expr $clk_period * $clk_io_pct] -clock clk0 [all_outputs]
File: /design/flow/design.v
module disp_hex_mux
   (
    input wire clk, reset,
    input wire [3:0] hex3, hex2, hex1, hex0,   
    input wire [3:0] dp_in,              
    output reg [3:0] an,   
    output reg [7:0] sseg  
   );
   localparam N = 18;
   reg [N-1:0] q_reg;
   wire [N-1:0] q_next;
   reg [3:0] hex_in;
   reg dp;
   always @(posedge clk, posedge reset)  
      if (reset)  
         q_reg <= 0;
      else
         q_reg <= q_next;  
   assign q_next = q_reg + 1;
   always @*
      case (q_reg[N-1:N-2])
         2'b00:
            begin
               an =  4'b1110;  
               hex_in = hex0;
               dp = dp_in[0]; 
            end
         2'b01:
            begin
               an =  4'b1101;
               hex_in = hex1;
               dp = dp_in[1];
            end
         2'b10:
            begin
               an =  4'b1011;
               hex_in = hex2;
               dp = dp_in[2]; 
            end
         default:
            begin
               an =  4'b0111; 
               hex_in = hex3;  
               dp = dp_in[3];  
            end
       endcase
   always @*
   begin
      case(hex_in)
         4'h0: sseg[6:0] = 7'b0000001;
         4'h1: sseg[6:0] = 7'b1001111;
         4'h2: sseg[6:0] = 7'b0010010;
         4'h3: sseg[6:0] = 7'b0000110;
         4'h4: sseg[6:0] = 7'b1001100;
         4'h5: sseg[6:0] = 7'b0100100;
         4'h6: sseg[6:0] = 7'b0100000;
         4'h7: sseg[6:0] = 7'b0001111;
         4'h8: sseg[6:0] = 7'b0000000;
         4'h9: sseg[6:0] = 7'b0000100;
         4'ha: sseg[6:0] = 7'b0001000;
         4'hb: sseg[6:0] = 7'b1100000;
         4'hc: sseg[6:0] = 7'b0110001;
         4'hd: sseg[6:0] = 7'b1000010;
         4'he: sseg[6:0] = 7'b0110000;
         4'hf: sseg[6:0] = 7'b0111000;
         default: sseg[6:0] = 7'b1111111;  
     endcase
     sseg[7] = dp;  
   end
endmodule
==> results.ini <==
[run_status]
run_status=finished clean

[synth]
yosysSeqAreaShare=0.381
largest_cells_by_area=dfrtp_1, xnor2_1, ha_1, mux4_1, mux4_2
post_synth_ao_oa_area_fraction=0.0646
top_area_frac=0.381
synth_top_flop_cell=dfrtp_1
ys_chip_area_um2=1180
ys_top_logic_family=simple AND/OR/NAND/NOR gates
ys_cells=108
numSynthFlops=18
synth-xor-area-share=0.119
synthesis.area_per_instance_um2=10.9
synth.cell_area_um2=1180
synth.distinct_cells=33
yosysWarnings=1
synth-adder-area-share=0.0741
enable_flop_cells=0
async_flop_share=1.00
netlist_instances=108
top_area_cell=dfrtp_1
yosys.area_share.simple=0.158
muxShareOfSynthArea=0.146

[clocking]
cts-root-buf=clkbuf_8
cts_made_buffers=3
post-cts-setup-buffers=0
cts_hold_repair.buffers=0
cts_max_path_buffers=2
cts_tree=yes
clk_latency_ns=0.25
cts-htree-levels=1
cts_num_sinks=18
cts.clk_slew.worst_paths_ns=0.07

[floorplanning]
floorplan.io_pins=34
initCoreUtil=0.155
die_height_um=108
dieArea_um2=11700
die_width_um=108
std_cell_rows=32
core_um2=7650

[worst_setup_path]
setup.worst_path.start_class=primary input
critPathKind=in2out
required_ns=2.72
worst-path-max-fanout=4
timing.critical_path.to_type=output pin
cp.arrival_ns=2.64

[drt]
detailroute.wirelength.met3_um=162
top_layer=met4
met1_length_um=1210
route.detailed.drc=0
final_routed_wirelength_across_all_metal_layers_um=2550
wl_met2_um=1170
wl_per_cell_um=10.2
detailedRoute.firstIterationViolations=24
route.detailed.vias_per_inst=3.66
num_vias=919
insertedDiodeCount=0
route.antenna.remaining_nets=0
first_pass_iters=4

[final_timing]
fin_setup_tns_ns=0
fin_skew_ns=0.00502
unrepaired_setup_endpoints_after_global_routing=no
finalSetupViolations=0
timing.max_slew.rel_slack=0.550
final_period_minus_worst_setup_slack_ns=3.32
max_slew_violation_count=0
hold_viol_final=0
tightest_slew_ns=0.674
fin_crit_sh=0.977
max_clock_freq_mhz=301

[global_route]
first_global_vias=952
number_of_antenna_violations_at_the_first_check_in_global_routing=0
gr-total-overflow=0
grt_usage=0.0450
grt_first_pass_wirelength_um=4400
grt_max_degree=19

[cells_and_area]
mi_logic_area_um2=674
flow.area_growth_from_synthesis_pct=47.1
nFillCells=795
area.sequential_um2=450
finalCoreUtilization=0.227
largest_register_ffs=18
layout-drive-gt1-share=0.181

[run]
tool_warnings=29
cap_violations=0

[place]
finalWeightedCongestion=0.764
detailedPlacementHpwl_um=2040
port_buffers=33

[power]
power.density_nw_per_um2=268
ir_worst_vdd_uv=378
leakagePower_uw=0.000732

[hold_path]
hold_class=reg2reg

==> placed cells by master (no fill, tap or decap), drive strengths merged, types with 5 or more instances in the layout <==
cell type	synthesis	layout
mux4	6	6
nand3	5	5
clkdlybuf4s50	0	30
nand2	9	9
inv	9	9
nand4	5	5
buf	4	8
xnor2	12	12
dfrtp	18	18
ha	7	7
==> through the flow <==
stage | setup slack (ns) | area, um^2 | hold WS [ns] | instances | power (uW)
CTS | 0.0107 | 1720 | 0.481 | 251 | 473
finish | 0.0778 | 1740 | 0.473 | 251 | 465
global placement | 0.00512 | 1670 | 0.465 | 247 | 298
detailed placement | -0.0100 | 1670 | 0.466 | 247 | 298
floorplan | 0.937 | 1180 | 0.446 | 108 | 249
global route | 0.00169 | 1740 | 0.504 | 251 | 489
==> synth_stat cells, drive strengths merged (3+ instances only) <==
cell and number:
buf 4, dfrtp 18, ha 7, inv 9, mux4 6, nand2 9, nand3 5, nand4 5
nor2 4, o22ai 3, xnor2 12, xor2 4
==> where the power goes <==
part	total, uW	leakage [uW]	internal (uW)	switching, uW
Sequential	214	0.000242	214	0
Combinational	79.7	0.000462	53.5	26.2
Clock	172	0.0000288	103	69.0
==> worst paths after layout <==
kind | slack [ns] | start | endpoint | cells after the start
min in group asynchronous | 0.82 | reset | q_reg[4] | 2
setup reg to reg | 1.81 | q_reg[0] | q_reg[14] | 5
max in group asynchronous | 2.14 | reset | q_reg[12] | 2
setup / recovery | 0.08 | hex3[1] | sseg[0] | 8
hold reg to reg | 0.47 | q_reg[4] | q_reg[4] | 1
hold / removal | 0.47 | q_reg[4] | q_reg[4] | 1
==> worst max-delay path, stage by stage <==
cell             delay (ns)
clkdlybuf4s50_1        0.42
mux4_2                 0.50
buf_4                  0.16
inv_1                  0.05
ha_1                   0.15
inv_1                  0.05
o22ai_2                0.16
clkdlybuf4s50_1        0.48
==> final cells by class <==
cell class / count / area share
clock buffer: 4 / 0.0317
multi-input combinational: 77 / 0.388
timing repair buffer: 41 / 0.229
sequential: 18 / 0.259
inverter: 9 / 0.0194
tap: 102 / 0.0734
==> layer usage <==
layer  GRT usage  vias to the layer above
met5           0                        -
met4     0.00286                        0
met3      0.0127                        2
met2      0.0741                       26
met1      0.0604                      430
li1            -                      461
==> cell families (layout without fill, tap and decap cells) <==
| group | after synthesis | count (layout) |
|---|---|---|
| compound gates | 11 | 11 |
| xor+xnor | 16 | 16 |
| fa+ha+maj | 7 | 7 |
| buf+inv | 13 | 54 |
| flops | 18 | 18 |
| mux | 8 | 8 |
| simple gates | 35 | 35 |
==> repair_timing <==
item                       CTS  global route
pin swaps                    0             0
gates resized                2             7
setup endpoints to repair    2             5
Power figures rest on the tool's default switching activity, not on a simulated workload.
