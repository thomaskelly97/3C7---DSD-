==> /design/flow/design.v <==
module stop_watch_if
   (
    input wire clk,
    input wire go, clr,up,  
    output wire [3:0] d3, d2, d1, d0  
   );
   localparam  DVSR = 10000000;
   reg [23:0] ms_reg;
   wire [23:0] ms_next;
   reg [3:0] d3_reg, d2_reg, d1_reg, d0_reg; 
   reg [3:0] d3_next, d2_next, d1_next, d0_next;
   wire ms_tick;
   always @(posedge clk)
   begin
      ms_reg <= ms_next;  
      d3_reg <= d3_next;  
      d2_reg <= d2_next;
      d1_reg <= d1_next;
      d0_reg <= d0_next;
   end
   assign ms_next = (clr || (ms_reg==DVSR && go)) ? 4'b0 :  
                    (go) ? ms_reg + 1 :  
                           ms_reg;  
   assign ms_tick = (ms_reg==DVSR) ? 1'b1 : 1'b0;  
   always @*
   begin
      d0_next = d0_reg;
      d1_next = d1_reg;
      d2_next = d2_reg;
      d3_next = d3_reg;  
      if (clr)  
         begin  
            d0_next = 4'b0;
            d1_next = 4'b0;
            d2_next = 4'b0;
            d3_next = 4'b0; 
         end
       else if (up)  
        begin  
          if (ms_tick)  
             if (d0_reg != 9)  
                d0_next = d0_reg + 1;  
             else               
                begin 
                   d0_next = 4'b0;
                   if (d1_reg != 9)
                      d1_next = d1_reg + 1;
                   else        
                      begin 
                         d1_next = 4'b0;
                         if (d2_reg != 5)
                            d2_next = d2_reg + 1;
                         else  
                            begin  
                                d2_next = 4'b0; 
                                if(d3_reg != 9) 
                                    d3_next = d3_reg + 1;  
                                else 
                                    d3_next = 4'b0;  
                            end  
                      end 
                end 
             end 
           else  
            begin  
            if(ms_tick)
              if (d0_reg != 0)  
                d0_next = d0_reg - 1;  
             else               
                begin  
                   d0_next = 4'b1001;  
                   if (d1_reg != 0)
                      d1_next = d1_reg - 1;
                   else        
                      begin  
                         d1_next = 4'b1001; 
                         if (d2_reg != 0)
                            d2_next = d2_reg - 1;
                         else  
                            begin  
                                d2_next = 4'b0101; 
                                if(d3_reg != 0)  
                                    d3_next = d3_reg - 1;  
                                else 
                                    d3_next = 4'b1001;  
                            end  
                      end  
                end  
            end  
      end  
   assign d0 = d0_reg;
   assign d1 = d1_reg;
   assign d2 = d2_reg;
   assign d3 = d3_reg;  
endmodule
==> /design/flow/run.sh <==
#!/bin/bash
# OpenROAD 26Q1-2900-gdf79404cd8, Yosys 0.63+post, stock flow scripts
make -C /OpenROAD-flow-scripts/flow DESIGN_CONFIG=/design/flow/config.mk WORK_HOME=/design/flow/orfs finish
==> /design/flow/config.mk <==
export PLATFORM = sky130hd
export DESIGN_NAME = stop_watch_if
export DESIGN_NICKNAME = stop_watch_if
export VERILOG_FILES = /design/flow/design.v
export SDC_FILE = /design/flow/constraint.sdc
export NUM_CORES = 4
export LEC_CHECK = 1
export CORE_UTILIZATION = 40
==> /design/flow/constraint.sdc <==
current_design stop_watch_if

set clk_period 3.4
set clk_io_pct 0.2

create_clock -name clk0 -period $clk_period [get_ports {clk}]

set non_clock_inputs [all_inputs -no_clocks]
set_input_delay [expr $clk_period * $clk_io_pct] -clock clk0 $non_clock_inputs
set_output_delay [expr $clk_period * $clk_io_pct] -clock clk0 [all_outputs]
==> flow_summary.ini <==
; yosys + openroad results
[outcome]
status = finished clean

[grt]
antenna_found_initial = 0
grt_pass1_vias = 1761
overflow = 0
grt_usage_pct = 16.14
grt_max_degree = 20
grt_pass1_wl_um = 8086

[route]
drc = 0
ant_nets = 0
drt-pass1-iter-count = 4
postRouteWirelength_um = 4655
first_iter_violations = 82
wl_per_cell_um = 12.31
dr_total_vias = 2005
num_antenna_cells = 0
via_per_inst = 5.304

[timing]
worst_slew_pin_slew_ps = 547.8
min_period_ps = 2490
fin_setup_tns_ps = 0
max_clock_freq_mhz = 401.7
hold_viol = 0
hold_ws_ps = 523.5
period_used_pct = 73.22
rsz0062_at_grt = no
final.setup_skew_ps = 6.456
finalSetupViolCount = 0
slew_viol_final = 0
slew_headroom_pct = 63.20

[clocking]
tritoncts = done
cts-root-buf = clkbuf_8
clock_latency_ps = 290
post_cts_buffers = 0
cts-resized-gates = 0
cts_made_buffers = 5
clkSinkCount = 40
htree_levels = 2
path_clk_slew_ps = 80
cts_hold_buf = 0
cts.path.max_buffers = 2

[critical_path]
critPathMaxFanout = 15
critPathKind = primary input to flip-flop
cp_top_family = buffers and inverters
cp.required_ps = 3610
crit_chain = clkdlybuf4s50_1 -> buf_4 -> nand3_1 -> a211oi_2 -> and4_1 -> a21oi_1 -> a311oi_1
critPathSlowestCell = clkdlybuf4s50_1
cp_slowest_stage_delay_ps = 620
critPathBufInv = 2
critPathArrivalTime_ps = 2700
critPathCaptureType = flip-flop
startpoint_type = primary input

[job]
drv_cap = 0
tool_warnings = 26

[layout]
area_growth_pct = 13.60
instances_no_fill = 378
layout_top_cells = nor2_1 (45), dfxtp_1 (40), nand2_1 (21), clkdlybuf4s50_1 (19), xnor2_1 (17)
drive_gt1_share_pct = 6.209
mostFrequentLayoutCell = nor2_1
finalInstanceArea_mm2 = 0.002696
largest_reg_flops = 24

[die]
row_count = 27
die_area_mm2 = 0.006246
die_w_um = 79.03
die_h_um = 79.03
coreArea_mm2 = 0.005608
ioPinCount = 20
fp_util_pct = 42.32

[synth]
postSynthSeqShare_pct = 33.74
synth_cell_types = 50
syn_area_mm2 = 0.002374
syn_inst = 298
ys_cells = 298
avgSynthCellArea_um2 = 7.965
top_area_share_pct = 33.74
flop_cell = dfxtp_1
ys.flops = 40
ys_async_sr_fraction_pct = 0
edf_count = 0
yosys_warnings = 1
topCellsByArea = dfxtp_1 (34%), nor2_1 (7.1%), xnor2_1 (6.3%), xor2_1 (5.2%), nand3_1 (3.4%)
largest_area_cell = dfxtp_1
yosys_area_mm2 = 0.002374

[pwr]
power.density_mw_per_mm2 = 393.1
p_leak_uw = 0.0009029
power_uw = 1060
ir_worst_vdd_mv = 0.3005

[hold_path]
hp-class = flip-flop to flip-flop

[placed_design]
placed_cells = 370
place_hpwl_um = 3121
dpl_cell_area_mm2 = 0.002537
gp_congestion = 0.8529
io_buffers = 19
[cell families after synthesis]
| group | Yosys count | synth area share (%) |
|---|---|---|
| fa+ha+maj | 2 | 1.054 |
| flops | 40 | 33.74 |
| simple gates | 133 | 28.78 |
| xor+xnor | 31 | 11.44 |
| compound gates | 56 | 15.71 |
| mux | 4 | 1.687 |
| buf+inv | 32 | 7.590 |
[power breakdown]
part	switching [µW]	total, µW	internal [µW]
sequential	2.79	473	471
combinational	27.9	47.6	19.8
clock	172	539	367
[Yosys cell counts, types with 2 or more instances]
master,count
a21oi_1,15
xor2_1,14
o2bb2ai_1,2
nand3_1,16
inv_1,9
mux2i_1,4
xnor2_1,17
a31oi_1,5
or3_1,5
o21ai_0,13
buf_6,5
nor3_1,5
o22ai_1,2
a311oi_1,3
clkbuf_1,6
nand2b_1,4
nor4_1,7
and4_1,6
nand2_1,21
ha_1,2
buf_2,7
nand4_1,7
or2b_1,2
a211oi_1,4
and3_1,6
o21bai_1,3
nor2_1,45
dfxtp_1,40
a221oi_1,2
[tightest hold or removal path, stage by stage, from the launching register on]
cell     delay (ps)
dfxtp_1         350
xor2_1           70
nor2_1           70
[routing by layer]
layer	routed length [µm]	vias up	GRT usage [%]
met2	2129	23	25.69
met5	0	-	0
met4	38	0	2.727
met3	114	4	2.334
met1	2373	923	24.01
li1	-	1055	-
[final cells by class]
class                   instances  area (µm²)
flip-flops and latches         40       800.8
clock inverters                 3       90.09
inverters                       9       33.78
repair buffers                 23       220.2
clock buffers                   5       68.82
fillers                       558        2912
well taps                      72       90.09
multi-input cells             226        1393
[worst paths after layout]
kind,from,slack [ps],depth (start not counted),to
min,ms_reg[20]$_SDFFE_PP0P_,520,2,ms_reg[20]$_SDFFE_PP0P_
max reg2reg,ms_reg[16]$_SDFFE_PP0P_,1080,6,ms_reg[13]$_SDFFE_PP0P_
max,up,910,7,d3_reg[3]$_SDFFE_PP0P_
min reg2reg,ms_reg[20]$_SDFFE_PP0P_,520,2,ms_reg[20]$_SDFFE_PP0P_
[stage by stage]
stage          worst slack [ps]  utilization (%)
2_1_floorplan              1298                -
3_3_place_gp              683.9            45.25
3_5_place_dp              590.1            45.25
4_1_cts                   909.0            48.08
5_1_grt                   763.5            48.08
6_report                  910.4            48.08
